==> flow/design.v <==
module tri_state_buffer (
    input [15:0] data_in,
    input enable,
    output [15:0] data_out
);
    assign data_out = enable ? data_in : 16'bz;
endmodule
module IO_Zero(
    input I0_clock,
    input I0_reset,
    input [15:0] bus_I0_input,
    input bus_I0_input_en,
    output [15:0] bus_I0_output,
    input bus_I0_output_en,
    output reg [15:0] external_I0_output
);
reg [15:0] I0_data;
always@(posedge I0_clock) begin
    if(I0_reset) begin
        I0_data = 16'b0;
    end
    else if(bus_I0_input_en) begin
        I0_data = bus_I0_input;
    end
end
tri_state_buffer I0_bus_tri_state(
    .data_in(I0_data),
    .enable(bus_I0_output_en),
    .data_out(bus_I0_output)
);
always@(*) begin
    external_I0_output = I0_data;
end
endmodule
==> flow/run.sh <==
#!/bin/bash
# OpenROAD 26Q1-2900-gdf79404cd8, Yosys 0.63+post, stock flow scripts
make -C /OpenROAD-flow-scripts/flow DESIGN_CONFIG=/design/flow/config.mk WORK_HOME=/design/flow/orfs finish
==> flow/config.mk <==
export PLATFORM = sky130hd
export DESIGN_NAME = IO_Zero
export DESIGN_NICKNAME = IO_Zero
export VERILOG_FILES = /design/flow/design.v
export SDC_FILE = /design/flow/constraint.sdc
export NUM_CORES = 4
export LEC_CHECK = 1
export CORE_AREA = 10 10 84 84
export DIE_AREA = 0 0 94 94
==> flow/constraint.sdc <==
current_design IO_Zero

set clk_period 1.1
set clk_io_pct 0.2

create_clock -name clk0 -period $clk_period [get_ports {I0_clock}]

set non_clock_inputs [all_inputs -no_clocks]
set_input_delay [expr $clk_period * $clk_io_pct] -clock clk0 $non_clock_inputs
set_output_delay [expr $clk_period * $clk_io_pct] -clock clk0 [all_outputs]
==> qor.txt <==
Crit path cell chain - dlygate4sd2_1
ANT cells - 0
Measured slew at the worst slew-check pin - 0.1279 ns
Buffer levels on the longest clock path - 2
Startpoint of the lowest-slack hold path - I0_data[0]
WP buf/inv - 1
Most common logic cell in the routed design - dlygate4sd2_1
Post-synthesis cell count from yosys - 68
Final Max-Slew Violation Tally - 0
Type of destination of the critical path - output pin
Top cells excl fill/tap - dlygate4sd2_1 (22), clkdlybuf4s50_1 (18), dfxtp_2 (16), mux2i_1 (16), nor2_1 (16)
Layout fillers - 601
Number of ports placed on the die boundary - 52
Vias in the first global route - 684
Crit Path Category - reg2out
Worst Hold End - I0_data[0]
Number of maximum-capacitance constraint violations - 0
R2R Setup Slk - 0.38 ns
Clock latency at the later pin of the worst-skew pair - 0.25 ns
Max Clock Freq - 969.1 MHz
Area of the placeable core - 5205 um^2
Wire length of the first global-routing pass - 3.539 mm
Warning total across the stage logs - 27
Die Y-Extent - 94 um
Weighted congestion at the end of routability-driven global placement - 0.6791
Worst stage delay on the critical path - 0.32 ns
Setup violators final - 0
Antenna viol nets, final - 0
Flop area - 340.3 um^2
Count of buffers from port buffering - 50
WP data required - 0.88 ns
Delay-heaviest family, CP - flip-flops
Multi-input logic area - 220.2 um^2
CTS tree - yes
Effective utilization at floorplan - 0.1346
Clock transition at the register clock pins on the worst setup and hold paths after CTS - 0.06 ns
Post-synthesis cell area - 700.7 um^2
Overall die area - 8836 um^2
Number of DRC markers in iteration 0 - 5
DRC violation count after routing - 0
Hold slack - 0.4927 ns
Setup TNS - 0 ns
RSZ-0062 raised after global routing - no
Number of iterations in the first detailed-routing pass - 2
Average wire length per cell after detail routing - 12.12 um
Fraction of post-synthesis cell area in the top cell type by area - 0.4571
Largest cells by area - dfxtp_1 (46%), mux2i_1 (23%), buf_4 (17%)
Floorplan die width - 94 um
Flip-flop count of the largest register, all copies and words added - 16
Total Routed Length - 2.230 mm
Via total after detailed routing - 580
Via/cell ratio - 3.152
H-Tree Level Count - 1
Half-perimeter wire length after placement - 1.709 mm
Worst clock skew on the final layout - 0 ns
Maximum vdd drop - 0.4681 mV
Max-slew headroom at the worst pin - 0.9123
Chip Area, Yosys - 700.7 um^2
Pwr per Cell Area - 1145 nW/um^2
Count of yosys warnings during synthesis - 2
Area growth from synthesis to layout - 76.61%
Clk sinks - 16
CTS buffer count - 3
Mean cell area of the mapped netlist - 10.30 um^2
Worst r2r src - I0_data[3]
Flop and latch count out of synthesis - 16
Arrival time of the worst setup path - 0.81 ns
Remaining global-route overflow - 0
Leakage power summed over all cells - 0.6328 nW
Number of cells on the worst hold path - 2
Standard-cell rows - 26
Share of the yosys chip area belonging to registers - 0.4571
Final critical path time including I/O delays and setup - 1.032 ns
Total instance count after detailed placement - 171
Worst slack, placed - -0.1963 ns
FF-to-FF End - I0_data[3]
Status - finished, final reports clean
Class of the most critical hold timing path - reg2reg
Critical-path top delay cell - dfxtp_2
All-Layer GR Usage - 0.05007
Largest net degree at the start of global routing - 17
Overall power after layout - 0.001417 W
Worst setup slack after layout - 0.06809 ns
Share of the clock period used by the worst path - 0.9381
CTS root buffer - clkbuf_8
Ratio of cells with drive above 1 in the final layout - 0.3596
Cts hold-fix bufs - 0
Startpoint class of the critical path - flip-flop
Synth unique cells - 8
Number of antenna violations at the first check in global routing - 0
Cell count after synthesis - 68
Fin cells - 184
Maximum fanout along the worst path - 2
Final Hold Violating Endpoints - 0
Number of cells on the worst reg-to-reg path - 3
Largest area contributor in the synthesized netlist - dfxtp_1
how the worst max path moves through the flow:
stage | start | to | slack, ns | cells past startpoint
global route | bus_I0_input_en | I0_data[12] | 0.01 | 4
CTS | I0_data[11] | external_I0_output[11] | -0.03 | 2
finish | I0_data[11] | bus_I0_output[11] | 0.07 | 1
synthesized netlist by cell type (all sizes together):
cell,count
mux2i,16
buf,20
nor2,16
dfxtp,16
per-stage QoR:
step           area, um^2    util
3_3_place_gp         1164  0.2236
5_1_grt              1237  0.2377
6_report             1237  0.2377
2_1_floorplan       700.7       -
3_5_place_dp         1164  0.2236
4_1_cts              1285  0.2469
layer usage:
layer | wire length [um] | up-vias | global-route usage
li1 | - | 294 | -
met1 | 816 | 262 | 0.05146
met2 | 1208 | 20 | 0.09217
met4 | 29 | 0 | 0.007595
met5 | 0 | - | 0
met3 | 175 | 4 | 0.02262
layout make-up:
class                   count  area share
repair buffers             62      0.4317
well taps                  70     0.07078
flip-flops and latches     16      0.2750
clock buffers               4     0.04449
multi-input cells          32      0.1780
cell families after synthesis:
family,synth area share
buffers and inverters,0.2286
multiplexers,0.2286
flip-flops,0.4571
AND/OR/NAND/NOR,0.08572
worst reg2reg max path: cells and delay by family, from the launching register on:
family	cells	cell delay, ns
flip-flops	1	0.32
buffers and inverters	1	0.12
multiplexers	1	0.12
AND/OR/NAND/NOR	1	0.05
report_power, final:
group | leakage (nW) | internal, W | total (W) | switching, W
clock | 0.0288 | 0.000317 | 0.000522 | 0.000205
sequential | 0.138 | 0.000621 | 0.000640 | 0.0000192
combinational | 0.466 | 0.000180 | 0.000254 | 0.0000741
total | 0.633 | 0.00112 | 0.00142 | 0.000298
timing repair:
action | in CTS | in global routing
resized | 60 | 8
buffers inserted | 10 | 0
setup endpoints to repair | 32 | 9
No activity file was given, so power comes from the tool's default toggle rates.
