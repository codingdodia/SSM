[run.sh]
#!/bin/bash
# OpenROAD 26Q1-2900-gdf79404cd8, Yosys 0.63+post, stock flow scripts
make -C /OpenROAD-flow-scripts/flow DESIGN_CONFIG=/design/flow/config.mk WORK_HOME=/design/flow/orfs finish
[config.mk]
export PLATFORM = sky130hd
export DESIGN_NAME = MDR
export DESIGN_NICKNAME = MDR
export VERILOG_FILES = /design/flow/design.v
export SDC_FILE = /design/flow/constraint.sdc
export NUM_CORES = 4
export LEC_CHECK = 1
export CORE_AREA = 10 10 89 89
export DIE_AREA = 0 0 99 99
[constraint.sdc]
current_design MDR

set clk_period 2.8
set clk_io_pct 0.2

create_clock -name clk0 -period $clk_period [get_ports {MDR_clock}]

set non_clock_inputs [all_inputs -no_clocks]
set_input_delay [expr $clk_period * $clk_io_pct] -clock clk0 $non_clock_inputs
set_output_delay [expr $clk_period * $clk_io_pct] -clock clk0 [all_outputs]
[design.v]
module tri_state_buffer (
    input [15:0] data_in,
    input enable,
    output [15:0] data_out
);
    assign data_out = enable ? data_in : 16'bz;
endmodule
module MDR(
    input MDR_clock,
    input MDR_reset,
    input MDR_bus_data_in_en,
    input [15:0] MDR_bus_data_in,
    output [15:0] MDR_bus_data_out,
    input MDR_bus_data_out_en,
    input [15:0] MDR_data_from_memory,
    output reg [15:0] MDR_data_to_memory
);
reg [15:0] MDR_data_going_in;
reg [15:0] MDR_data_going_out;
always @(posedge MDR_clock) begin
    if (MDR_reset) begin
        MDR_data_going_in = 16'b0;
        MDR_data_going_out = 16'b0;
    end else if(MDR_bus_data_in_en)begin
        MDR_data_going_in = MDR_bus_data_in;
    end else begin
        MDR_data_going_out = MDR_data_from_memory;
        MDR_data_to_memory = MDR_data_going_out;
    end
end
tri_state_buffer MDR (
    .data_in(MDR_data_going_out),
    .enable(MDR_bus_data_out_en),
    .data_out(MDR_bus_data_out)
);
endmodule
==> metrics.log <==
[flow] final metrics
INFO  metric synth_adder_area_share = 0%
INFO  metric groute.usage.overall = around 5.3%
INFO  metric utilization = 28.6%
INFO  metric cts_hold_buf = 0
INFO  metric origin_of_the_critical_flop_to_flop_path = MDR_data_going_out[12]
INFO  metric finalWorstPathRequiredPeriod = 1.70 ns
INFO  metric worstPathCellList = clkdlybuf4s50_1, buf_4, mux2i_1, nor2_1
INFO  metric yosys-mux-area-fraction = between 15 and 20%
INFO  metric syn_avg_cell_area = ~15 µm²
INFO  metric critPathMaxStageDelay = approximately 0.70 ns
INFO  metric share_of_cells_above_drive_strength_1 = around 6.5%
INFO  metric hold_path.startpoint = MDR_data_going_out[10]
INFO  metric core-area = 5990 µm²
INFO  metric congestion_overflow_gr = 0
INFO  metric place_congestion = ~0.7
INFO  metric max_slew.worst_pin.slew = slightly below 0.4 ns
INFO  metric post-cts-setup-buffer-count = 0
INFO  metric fin_total_pwr = between 0.9 and 1 mW
INFO  metric placement_rows = 28
INFO  metric report.final.hold_viol_count = 0
INFO  metric startpoint_type = input pin
INFO  metric pin_count = about 70
INFO  metric via_per_inst = approximately 3.6
INFO  metric drt_drc_violations_left = 0
INFO  metric timing.slew.headroom = between 70% and 80%
INFO  metric post_synth_ao_oa_area_fraction = 0%
INFO  metric ys.warnings.count = 2
INFO  metric p_leak = approximately 0.65 nW
INFO  metric power_per_cell_area = 556 nW/µm²
INFO  metric timing.final.setup_violations = 0
INFO  metric place_hpwl = between 2000 and 2500 µm
INFO  metric worstPathMaxFanout = 11
INFO  metric top_area_cell = sky130_fd_sc_hd__edfxtp_1
INFO  metric clockPowerShare = about a third
INFO  metric final.hold.worst_slack = ~0.50 ns
INFO  metric clk-insertion-delay-late = roughly 0.27 ns
INFO  metric vias = between 700 and 800
INFO  metric drtAntennaViolNets = 0
INFO  metric p_comb_share = approximately 12%
INFO  metric buffer_ports.inserted = approximately 50
INFO  metric drv_slew = 0
INFO  metric min-delay-path-class = reg -> reg
INFO  metric worst_clock_skew = 0 ns
INFO  metric rsz_0062_raised_after_global_routing = false
INFO  metric netlist_area = ~1100 µm²
INFO  metric worst-setup-path-type = in -> reg
INFO  metric post_drt_wl_per_cell = 13.5 µm
INFO  metric power.switching = around 0.19 mW
INFO  metric drv.max_cap_violation_count = 0
INFO  metric synth_sequential_area_ratio = around 75%
INFO  metric dieHeight = 99 µm
INFO  metric post_synth_xor_area_fraction = 0%
INFO  metric synth_flops = 32
INFO  metric fp-utilization = 17.8%
INFO  metric synth_chip_area = roughly 1100 µm²
INFO  metric number_of_antenna_violations_at_the_first_check_in_global_routing = 0
INFO  metric max-clock-path-buffers = 2
INFO  metric post_cts_resize_count = 0
INFO  metric worst_reg_to_reg_cells = 2
INFO  metric timing.hold.worst_path_depth = 2
INFO  metric clk_root_buffer_cell = sky130_fd_sc_hd__clkbuf_8
INFO  metric cts.clk_slew.worst_paths = ~0.06 ns
INFO  metric max_clock_freq = 589 MHz
INFO  metric via_count_of_the_first_global_routing_pass = roughly 730
INFO  metric areaGrowthSynthToFinish = 60.4%
INFO  metric initial_detailed_routing_violation_count = 18
INFO  metric ys_cells = 69
INFO  metric end_of_the_worst_register_to_register_path = MDR_data_going_out[12]
INFO  metric swShare = between 10% and 20%
INFO  metric post_synth_num_cell_types = 7
INFO  metric horizontal_extent_of_the_die = 99 µm
INFO  metric reg2reg_setup_slack = 2.19 ns
INFO  metric cell_int_power = 0.765 mW
INFO  metric chip_area = about 9800 µm²
INFO  metric grt_max_degree = 18
INFO  metric summed_negative_setup_slack_over_all_endpoints = 0 ns
INFO  metric synthTopCellsByArea = sky130_fd_sc_hd__edfxtp_1 (45%), sky130_fd_sc_hd__dfxtp_1 (30%), sky130_fd_sc_hd__mux2i_1 (15%)
INFO  metric tritoncts_num_sinks = 32
INFO  metric netlist_logic_family_top = multiplexers
INFO  metric hold_end = MDR_data_going_out[10]
INFO  metric cts_made_buffers = 5
INFO  metric seq_power_share = a little under three fifths
INFO  metric htree_num_levels = 2
INFO  metric antenna-diode-count = 0
INFO  metric count_of_tool_warnings = ~42
INFO  metric total_routed_length = between 2000 and 3000 µm
INFO  metric tritoncts = yes
INFO  metric max-vdd-ir-drop = approximately 0.00026 V
INFO  metric grt_pass1_wl = 4150 µm
INFO  metric status = complete, no violations
INFO  metric endpoint_kind = register
INFO  metric cp_data_required_time = 2.95 ns
INFO  metric gate_count_of_the_mapped_netlist = between 60 and 70
INFO  metric synth_top_area_share = about 45%
INFO  metric period_used_share = a little over 60%
INFO  metric cp_data_arrival_time = 1.85 ns
INFO  metric drt_pass1_iterations = 2
INFO  metric slowest_stage = sky130_fd_sc_hd__clkdlybuf4s50_1
INFO  metric simple_gate_area_share = 5.99%
cells in the mapped netlist:
cell,n
sky130_fd_sc_hd__buf_2,2
sky130_fd_sc_hd__buf_6,1
sky130_fd_sc_hd__nor2_1,17
sky130_fd_sc_hd__mux2i_1,16
sky130_fd_sc_hd__dfxtp_1,16
sky130_fd_sc_hd__buf_12,1
sky130_fd_sc_hd__edfxtp_1,16
cells in the final DEF, fill, tap and decap left out, drive strengths merged:
cell type / n
mux2i: 16
clkdlybuf4s50: 50
dfxtp: 16
edfxtp: 16
clkbuf: 5
buf: 3
nor2: 17
kinds of logic (layout without fill, tap and decap cells):
| family | count (synthesis) | count (layout) |
|---|---|---|
| flip-flops | 32 | 32 |
| multiplexers | 16 | 16 |
| AND/OR/NAND/NOR | 17 | 17 |
| buffers and inverters | 4 | 58 |
sequential cells by signal, indices dropped and copies added, names as in the netlist:
name,cells
MDR_data_going_out,16
MDR_data_to_memory,16
stage by stage:
step	cells	instance area, µm²	worst slack, ns
3_5_place_dp	193	1640	0.775
5_1_grt	198	1710	1.01
6_report	198	1710	1.10
2_1_floorplan	69	1070	0.838
4_1_cts	198	1710	1.09
3_3_place_gp	193	1640	0.790
power groups by stage:
stage | Clock, mW | Combinational (mW) | Sequential, mW
5_1_grt | 0.340 | 0.130 | 0.535
6_report | 0.302 | 0.117 | 0.533
4_1_cts | 0.323 | 0.121 | 0.533
routing by layer:
layer  GRT usage, %  wire, µm  up-vias
met2           7.72      1140       40
li1               -         -      346
met1           6.55      1090      327
met5              0         0        -
met4          0.551        17        0
met3           3.88       417        3
layout make-up:
type | count | area, µm²
Sequential cell | 32 | 801
Clock buffer | 5 | 68.8
Fill cell | 612 | 4280
Timing Repair Buffer | 53 | 523
Multi-Input combinational cell | 33 | 224
Tap cell | 75 | 93.8
critical path: cells and delay by family:
kind / cells / cell delay (ns)
buffers and inverters: 2 / 1.02
and+or+nand+nor: 1 / 0.05
muxes: 1 / 0.21
worst max path at each step:
stage	start	endpoint	slack [ns]	depth (start not counted)
6_report	MDR_bus_data_in_en	MDR_data_going_out[12]	1.10	4
5_1_grt	MDR_bus_data_in_en	MDR_data_going_out[3]	1.01	4
4_1_cts	MDR_bus_data_in_en	MDR_data_going_out[9]	1.09	4
No activity file was given, so power comes from the tool's default toggle rates.
